==> design/flow/config.mk <==
export PLATFORM = sky130hd
export DESIGN_NAME = single_port_sync_ram
export DESIGN_NICKNAME = single_port_sync_ram
export VERILOG_FILES = /design/flow/design.v
export SDC_FILE = /design/flow/constraint.sdc
export NUM_CORES = 4
export LEC_CHECK = 1
export CORE_UTILIZATION = 30
==> design/flow/constraint.sdc <==
current_design single_port_sync_ram

set clk_period 5.5
set clk_io_pct 0.2

create_clock -name clk0 -period $clk_period [get_ports {clk}]

set non_clock_inputs [all_inputs -no_clocks]
set_input_delay [expr $clk_period * $clk_io_pct] -clock clk0 $non_clock_inputs
set_output_delay [expr $clk_period * $clk_io_pct] -clock clk0 [all_outputs]
==> design/flow/design.v <==
module single_port_sync_ram #(
	parameter ADDR_WIDTH = 4,
	parameter DATA_WIDTH = 32,
	parameter DEPTH =16
) (
	input clk,
	input [ADDR_WIDTH-1:0] addr,
	inout [DATA_WIDTH-1:0] data,
	input cs,
	input we,
	input oe
);
reg [DATA_WIDTH-1:0] tmp_data;
reg [DATA_WIDTH-1:0] mem [DEPTH];
always @(posedge clk)begin
	if(cs&we)
		mem[addr] <= data;
end
always @(posedge clk) begin
	if(cs&!we)
	tmp_data <= mem[addr];
end
assign data = cs&oe&!we ? tmp_data:'hz;
endmodule
==> design/flow/run.sh <==
#!/bin/bash
# OpenROAD 26Q1-2900-gdf79404cd8, Yosys 0.63+post, stock flow scripts
make -C /OpenROAD-flow-scripts/flow DESIGN_CONFIG=/design/flow/config.mk WORK_HOME=/design/flow/orfs finish
==> flow_metrics.py <==
# Metrics from the implementation run
metrics = {
    "route": {
        "vias": 8832,
        "drt_pass1_iterations": 5,
        "drtIter0Drc": 678,
        "drc": 0,
        "n_antenna_cell": 0,
        "wl_met2_um": 19300,
        "routedWlPerCell_um": 23.1,
        "wl_um": 41400,
        "ant_nets": 0,
        "wl_met3_um": 7660,
        "dr.max_layer_used": "met4",
        "vias_per_cell": 4.93,
        "wl_met1_um": 13500,
    },
    "timing": {
        "maxSlewHeadroom": 0.442,
        "worst_pin_slew_ns": 0.835,
        "finalClockSkew_ns": 0.00855,
        "hold_violations": 0,
        "max_freq_mhz": 306,
        "setup_viol_count_final": 0,
        "fin_setup_tns_ns": 0,
        "rsz0062_at_grt": "no",
        "slew_viol_final": 0,
        "finalCriticalPeriod_ns": 3.27,
        "period_used_share": 0.594,
    },
    "synthesis": {
        "top_cells_by_area": "edfxtp_1, mux4_2, a22oi_1",
        "enable_flop_cells": 544,
        "yosys_warnings": 2,
        "async_reset_ff_frac": 0,
        "synth_top_cell_by_count": "edfxtp_1",
        "top_area_cell": "edfxtp_1",
        "top_area_frac": 0.808,
        "netlist_area_sq_um": 20200,
        "ys_seq_elements": 544,
        "yosysCellCount": 844,
        "synth_seq_share": 0.808,
        "synthFlopType": "edfxtp_1",
        "ys_types": 17,
        "top_cells_by_count": "edfxtp_1, mux4_2, a22oi_1, nand2_1, clkbuf_1",
        "syn_avg_cell_area_sq_um": 24.0,
        "ys_area_sq_um": 20200,
        "synthesis.instances": 844,
    },
    "clock_network": {
        "clock-sinks": 544,
        "clk_latency_ns": 0.58,
        "hold_buffers": 0,
        "path_clk_slew_ns": 0.06,
        "cts_buffers": 52,
        "cts-root-buf": "clkbuf_16",
        "clk_path_buf_depth": 3,
        "cts_tree": "yes",
        "cts-resized-gates": 0,
        "cts_setup_buffers": 0,
        "cts-htree-levels": 2,
    },
    "worst_hold_path": {
        "whs_path_depth": 3,
        "worstHoldEndpoint": "data[15]",
        "holdCritStartpoint": "mem[12][15]",
        "hp-class": "register to register",
    },
    "power_and_ir_drop": {
        "pwr_density_cell_nw_per_um2": 359,
        "p_leak_nw": 7.04,
        "total_power_mw": 8.28,
        "irDropWorstVdd_v": 0.000223,
    },
    "setup_path": {
        "critPathMaxFanout": 18,
        "start_kind": "input port",
        "critical_path_class": "input port to register",
        "r2r_start": "mem[11][10]",
        "startpoint": "addr[2]",
        "endpoint_kind": "register",
        "crit_arrival_ns": 3.52,
        "reg2reg_to": "data[10]",
        "critical_path_required_ns": 5.75,
        "r2r_setup_slack_ns": 4.00,
        "r2r_cells": 3,
    },
    "floorplanning": {
        "die_h_um": 262,
        "rows": 94,
        "core_util_floorplan": 0.305,
        "dieArea_sq_um": 68400,
        "coreArea_sq_um": 66200,
        "io_pins": 40,
        "dieWidth_um": 262,
    },
    "global_route": {
        "grt.overflow.total": 0,
        "grt_pass1_wl_um": 62500,
        "antenna_found_initial": 0,
        "grt_pass1_vias": 10200,
        "grt_use_total": 0.134,
        "grt_max_degree": 73,
    },
    "job": {
        "drv_cap": 0,
        "warnings": 1027,
    },
    "place": {
        "gp_congestion": 0.743,
        "place_inst": 1697,
        "port_buffers": 6,
        "dpl.hpwl_um": 21300,
    },
    "outcome": {
        "status": "complete, no violations",
    },
    "layout": {
        "fill_cells": 5941,
        "drive_above_1_share": 0.274,
        "syn_to_final_growth_pct": 14.1,
        "layout.cells.non_filler": 1791,
    },
}
[cell usage in the layout (no fill, tap or decap), types with 9 or more instances in the layout]
| cell type | instances |
|---|---|
| a22oi_1 | 64 |
| buf_4 | 29 |
| clkbuf_1 | 9 |
| clkbuf_16 | 53 |
| clkinv_1 | 12 |
| clkinv_2 | 14 |
| edfxtp_1 | 544 |
| mux4_2 | 128 |
| nand2_1 | 34 |
| nor2_4 | 13 |
[registers in the layout, summed over array words and instances (netlist names)]
name and cells:
data 32, mem 512
[report_power, final]
part | switching (mW) | total, mW | internal [mW]
Sequential | 0.0631 | 4.66 | 4.60
Combinational | 0.155 | 0.275 | 0.120
Clock | 1.45 | 3.34 | 1.89
Total | 1.66 | 8.28 | 6.61
[how the worst max path moves through the flow]
stage / endpoint / slack [ns]
after CTS: mem[5][0] / 2.26
after global routing: mem[5][2] / 2.10
final: mem[14][4] / 2.23
[per-stage QoR]
| stage | worst slack [ns] | utilization | hold WS (ns) | cell area (sq um) |
|---|---|---|---|---|
| 4_1_cts | 2.26 | 0.348 | 0.719 | 23100 |
| 3_5_place_dp | 1.66 | 0.325 | 0.733 | 21500 |
| 5_1_grt | 2.10 | 0.348 | 0.743 | 23100 |
| 6_report | 2.23 | 0.348 | 0.745 | 23100 |
| 2_1_floorplan | 0.861 | - | 0.661 | 20200 |
| 3_3_place_gp | 1.74 | 0.325 | 0.732 | 21500 |
[worst max-delay path, cell delays in order]
cell             delay, ns
clkdlybuf4s50_1       0.84
nand2_1               0.39
nor2_4                0.76
buf_4                 0.42
[cell families (layout without fill, tap and decap cells)]
logic type	after synthesis	after routing	synth area share
buf+inv	47	130	0.0126
simple gates	61	61	0.0131
compound gates	64	64	0.0238
mux	128	128	0.143
flops	544	544	0.808
[metal layers]
layer  GRT usage  vias up
met5           0        -
met4      0.0247        0
met3       0.115       67
met2       0.200      622
met1       0.148     4442
li1            -     3701
[area by class of cell]
cell class / count / area, sq um / share of cell area
clock buffer: 62 / 1360 / 0.0589
clock inverter: 32 / 228 / 0.00987
multi-input combinational: 253 / 3770 / 0.163
sequential: 544 / 16300 / 0.708
tap: 864 / 1080 / 0.0468
timing repair buffer: 36 / 303 / 0.0131
